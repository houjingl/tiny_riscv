==> design/flow/design.v <==
module data_mem (
    input logic [31:0] addr, w_datain,
    input logic w_enable, clk,
    output logic [31:0] r_dataout
);
    logic [31:0] memory_cell [63:0];
    always_ff@(posedge clk) begin
        if (w_enable) begin
            memory_cell[addr[31:2]] <= w_datain;
        end
    end
    always_comb begin
        r_dataout = memory_cell[addr[31:2]];
    end
endmodule
==> design/flow/run.sh <==
#!/bin/bash
# OpenROAD 26Q1-2900-gdf79404cd8, Yosys 0.63+post, stock flow scripts
make -C /OpenROAD-flow-scripts/flow DESIGN_CONFIG=/design/flow/config.mk WORK_HOME=/design/flow/orfs finish
==> design/flow/config.mk <==
export PLATFORM = sky130hd
export DESIGN_NAME = data_mem
export DESIGN_NICKNAME = data_mem
export VERILOG_FILES = /design/flow/design.v
export SDC_FILE = /design/flow/constraint.sdc
export NUM_CORES = 4
export LEC_CHECK = 1
export CORE_UTILIZATION = 40
==> design/flow/constraint.sdc <==
current_design data_mem

set clk_period 40.2
set clk_io_pct 0.2

create_clock -name clk0 -period $clk_period [get_ports {clk}]

set non_clock_inputs [all_inputs -no_clocks]
set_input_delay [expr $clk_period * $clk_io_pct] -clock clk0 $non_clock_inputs
set_output_delay [expr $clk_period * $clk_io_pct] -clock clk0 [all_outputs]
==> git commit body <==
Update PnR metrics after Yosys + OpenROAD run

* Tool Warnings: roughly 52
- Total of max-cap violations: 0
- Setup repair after global routing left no endpoint under its margin.
- Summed over its instances, the top area cell type makes up between 70% and 80% of the synthesized netlist area.
* Startpoint kind of the worst setup timing path: input pin
- Placed cell area: roughly 0.083 mm²
- Ranking logic cells in the layout by count gives the top entries 2048 x sky130_fd_sc_hd__edfxtp_1, 259 x sky130_fd_sc_hd__mux2i_1, 202 x sky130_fd_sc_hd__clkbuf_16.
- Largest register FFs: ~2000
* Proportion of layout cells with a drive suffix above 1: between 10% and 20%
* Top achievable clock speed: between 0.04 and 0.05 GHz
- Number of global-route vias before repair: about 43000
- Clock tree synthesis inserted a total of ~200 buffers.
- Cycle use final: a little over half
- Measured against its own limit, the worst slew margin works out to 19.7%.
- The chip occupies around 0.20 mm².
- Type of the setup path with the least slack: in2out
- The vertical die dimension reported for this design is between 400 and 500 µm.
* Flops & latches, synth: roughly 2000
- The most used flip-flop cell after synthesis is sky130_fd_sc_hd__edfxtp_1.
- Final core utilization: 45.8%
- Initial antenna violation count: 7
* Die width: approximately 440 µm
- For this design, Yosys synthesis ends with a cell count of around 4200.
- Dividing the detail-routed wire length by the instance count gives a little under 30 µm.
- Number of iterations in the first detailed-routing pass: 7
* Data required time at the worst endpoint: about 32 ns
- Per the power-grid run, VDD falls by no more than ~45 µV.
- Synthesized instance count: roughly 4200
- Leak: between 20 and 30 nW
- Sum of buffers and inverters on the critical path: 8
- In the final report, the number of pins over their slew limit comes to 0.
* Commonest non-fill, non-tap cell in the layout: sky130_fd_sc_hd__edfxtp_1
* Cell seen most often among critical-path stages: sky130_fd_sc_hd__buf_4
- Outcome: finished clean
- Port buffer count: a little over 70
- Worst min-delay path category: in2reg
- GRT Residual Overflow: 0
* Routed vias: between 40000 and 50000
- Total setup violations reported at the end of the flow: 0
- Sum of net half-perimeters after detailed placement: approximately 110000 µm
* Setup_tns: 0 ns
- Worst endpoint data arrival time: approximately 14 ns
- Unique cell type count in the Yosys netlist: between 50 and 60
- Entering global routing, the biggest net connects 87 pins.
- The biggest area contributor in the post-synthesis netlist is sky130_fd_sc_hd__edfxtp_1.
* Clock Path Buffers: 3
* Cell at the root of the clock tree: sky130_fd_sc_hd__clkbuf_16
* Iteration-0 DRC count of the detailed router: between 2000 and 3000
- Global-route usage over all layers: between 20% and 30%
* Final hold vios: 0
- DRC violations left: 0
* Slew of the pin with the lowest slew margin: approximately 1.2 ns
* Summed standard-cell area reported by yosys: 0.0783 mm²
* Wire length reported by the detailed router: a little over 200000 µm
* Post-synth EDFFs: 2048
- Relative area change from synthesis to final layout: 13.8%
- Warnings reported by Yosys during synthesis add up to 1.
- Global-route wire length before repair: around 300000 µm
- Average size of a mapped cell: between 15 and 20 µm²
- Per the detail_route report, vias per standard cell equal roughly 5.8.
- Before placement the cells fill around 40% of the core.
- The core region is ~0.19 mm².
* Kind of end point of the critical path: output pin
- The cell area that synthesis handed to floorplanning was 0.0783 mm².
- The slowest stage of the critical path belongs to the cell sky130_fd_sc_hd__buf_4.
- Per STA, the worst path accumulates the most delay in the family buffers and inverters.
- The H-tree was split into 4 levels.
* Std-Cell Rows: 162
* Total power: 0.00437 W
- During I/O placement, the number of pins put on the boundary was 98.
- In this run, post-CTS repair resized a total of 0 instances.
- Post-layout instance area: a little under 0.09 mm²
- The report puts the hold buffer count at CTS at 0.
- Nets still carrying antenna violations after routing amount to 0.
* Largest driver fanout on the critical path: between 60 and 70
- The worst path needs 21.78 ns of the cycle, external delays included.
- Clk sinks: 2048
- CTS tree: built
- The congestion estimate from routability-driven global placement came to 0.882.
- Critical path, cell by cell: buf_8, buf_4, buf_12, buf_4, buf_4, nor2b_4, buf_4, a22o_1, a221oi_1, a211oi_1, a2111oi_2, buf_4, nand3_1, clkdlybuf4s50_1
- Largest cells by area after synthesis: sky130_fd_sc_hd__edfxtp_1 79%, sky130_fd_sc_hd__mux2i_1 3.3%, sky130_fd_sc_hd__mux4_2 2.8%
* PwrDens: 49.1 mW/mm²
- Yosys reported that registers with async set or reset make up 0%.
* Clock transition at path regs: 0.06 ns
- Once the clock tree was built, the setup fixing pass inserted 0 buffers.
* Sequential share of the synthesized area: 78.6%
* Delay of the slowest critical-path stage: 0.71 ns
metrics by stage:
step	cells	setup slack [ns]	hold WS, ns
finish	7091	18.42	7.82
global route	7090	18.16	7.83
CTS	7087	18.44	7.80
detailed placement	6715	18.47	8.71
global placement	6715	18.54	8.70
floorplan	4207	22.01	8.14
Yosys cell counts, drive strengths merged, types with 2 or more instances:
| cell type | instances |
|---|---|
| mux4 | 96 |
| a22oi | 188 |
| and3b | 2 |
| mux2i | 259 |
| a221oi | 175 |
| buf | 129 |
| and3 | 85 |
| nor4 | 14 |
| o22a | 70 |
| a22o | 66 |
| o2bb2ai | 15 |
| or3 | 4 |
| nand4 | 3 |
| a31oi | 43 |
| inv | 2 |
| o221ai | 6 |
| or4b | 14 |
| o21ai | 85 |
| and2 | 5 |
| nand2b | 18 |
| a221o | 15 |
| nor3 | 22 |
| nor2b | 8 |
| nor2 | 145 |
| clkbuf | 169 |
| nand3b | 2 |
| o311ai | 2 |
| a222oi | 16 |
| a211oi | 17 |
| o22ai | 93 |
| a2111oi | 15 |
| edfxtp | 2048 |
| mux2 | 147 |
| or4 | 15 |
| a21oi | 121 |
| nand3 | 54 |
| nand2 | 28 |
kinds of logic (layout without fill, tap and decap cells):
kind of cell    count (synthesis)  count (layout)  synth area share [%]
other cells                     0               4                     0
compound gates                933             933                  8.73
mux                           502             502                  8.19
buf+inv                       300             638                  1.70
simple gates                  424             424                  2.83
flops                        2048            2048                  78.6
final timing paths:
check                        start                      endpoint  slack [ns]  cells past startpoint
worst max-delay path       addr[3]                 r_dataout[26]       18.42                     14
worst min-delay path  w_datain[28]  memory_cell[7][28]$_DFFE_PP_        7.82                      2
area by class of cell:
cell class / instances / area, µm²
Fill cell: 16020 / 106000
Antenna cell: 4 / 10.0
Sequential cell: 2048 / 61500
Multi-Input combinational cell: 1859 / 16100
Inverter: 2 / 15.0
Clock buffer: 252 / 5240
Clock inverter: 120 / 963
Tap cell: 2542 / 3180
Timing Repair Buffer: 264 / 2060
layer usage:
layer / GRT usage (%) / part of all wire, % / vias to the layer above
li1: - / - / 17903
met1: 29.0 / 34 / 20588
met2: 33.4 / 47 / 2515
met3: 15.7 / 16 / 331
met4: 6.02 / 3.3 / 10
met5: 0.488 / 0.056 / -
where the power goes:
part	switching (W)	internal, W	leakage, nW
Combinational	0.000157	0.0000755	6.82
Clock	0.000792	0.000978	3.01
Sequential	0.00000285	0.00236	18.4
Total	0.000952	0.00342	28.3
Power is estimated from default activity; no workload was simulated.
